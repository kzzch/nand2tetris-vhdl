--- design/flow/config.mk ---
export PLATFORM = sky130hd
export DESIGN_NAME = ALU
export DESIGN_NICKNAME = ALU
export VERILOG_FILES = /design/flow/design.v
export SDC_FILE = /design/flow/constraint.sdc
export NUM_CORES = 4
export LEC_CHECK = 1
export CORE_UTILIZATION = 30
--- design/flow/constraint.sdc ---
current_design ALU

set clk_period 9.3
set clk_io_pct 0.2

create_clock -name clk0 -period $clk_period

set non_clock_inputs [all_inputs -no_clocks]
set_input_delay [expr $clk_period * $clk_io_pct] -clock clk0 $non_clock_inputs
set_output_delay [expr $clk_period * $clk_io_pct] -clock clk0 [all_outputs]
--- design/flow/run.sh ---
#!/bin/bash
# OpenROAD 26Q1-2900-gdf79404cd8, Yosys 0.63+post, stock flow scripts
make -C /OpenROAD-flow-scripts/flow DESIGN_CONFIG=/design/flow/config.mk WORK_HOME=/design/flow/orfs finish
--- design/flow/design.v ---
module ALU 
  (output zr, ng, 
  output [15:0] out,
  input zx, nx, zy, ny, f, no,
  input [15:0] x, y);
  wire [15:0] x0, y0, x1, y1, x2, y2, xandy, xplusy, notx, noty, nout, out1;
  and16
    a0(x0, x, 16'b0);
  mux16
    mux0(x1, zx, x, x0);
  not16
    n16_0(notx, x1);
  mux16
    mux1(x2, nx, x1, notx);
  and16
    a1(y0, y, 16'b0);
  mux16
    mux2(y1, zy, y, y0);
  not16
    n16_1(noty, y1);
  mux16
    mux3(y2, ny, y1, noty);
  add16
    add16_0(xplusy, x2, y2);
  and16
    a2(xandy, x2, y2);
  mux16
    mux4(out1, f, xandy, xplusy);
  not16
    n16_2(nout, out1);
  mux16
    mux5(out, no, out1, nout);
  or8way
    o80(or1, out[7:0]),
    o81(or2, out[15:8]);
  or(or3, or1, or2);
  nand(zr, or3, 'b1);
  and(ng, out[15], 'b1);
endmodule
module add16(
  output signed [15:0] sum,
  input signed [15:0] a, b);
  wire foo = 0;
  wire [15:0] c;
  fullAdder
    fa0(sum[0], c[0], a[0], b[0], foo),
    fa1(sum[1], c[1], a[1], b[1], c[0]),
    fa2(sum[2], c[2], a[2], b[2], c[1]),
    fa3(sum[3], c[3], a[3], b[3], c[2]),
    fa4(sum[4], c[4], a[4], b[4], c[3]),
    fa5(sum[5], c[5], a[5], b[5], c[4]),
    fa6(sum[6], c[6], a[6], b[6], c[5]),
    fa7(sum[7], c[7], a[7], b[7], c[6]),
    fa8(sum[8], c[8], a[8], b[8], c[7]),
    fa9(sum[9], c[9], a[9], b[9], c[8]),
    fa10(sum[10], c[10], a[10], b[10], c[9]),
    fa11(sum[11], c[11], a[11], b[11], c[10]),
    fa12(sum[12], c[12], a[12], b[12], c[11]),
    fa13(sum[13], c[13], a[13], b[13], c[12]),
    fa14(sum[14], c[14], a[14], b[14], c[13]),
    fa15(sum[15], c[15], a[15], b[15], c[14]);
endmodule
module and16
  (output [15:0] out,
  input [15:0] a, b);
  and
    a0(out[0], a[0], b[0]),
    a1(out[1], a[1], b[1]),
    a2(out[2], a[2], b[2]),
    a3(out[3], a[3], b[3]),
    a4(out[4], a[4], b[4]),
    a5(out[5], a[5], b[5]),
    a6(out[6], a[6], b[6]),
    a7(out[7], a[7], b[7]),
    a8(out[8], a[8], b[8]),
    a9(out[9], a[9], b[9]),
    a10(out[10], a[10], b[10]),
    a11(out[11], a[11], b[11]),
    a12(out[12], a[12], b[12]),
    a13(out[13], a[13], b[13]),
    a14(out[14], a[14], b[14]),
    a15(out[15], a[15], b[15]);
endmodule
module fullAdder(
  output sum, carry,
  input a, b, c);
  wire s1, c1, c2;
  halfAdder
    ha0(s1, c1, b, c),
    ha1(sum, c2, s1, a);
  or
    or0(carry, c1, c2);
endmodule
module halfAdder(
  output sum, carry,
  input a, b);
  and
    a0(carry, a, b);
  xor
    x0(sum, a, b);
endmodule
module mux
  (output out,
  input sel, a, b);
  not
    n0(nots, sel);
  and
    a0(aout, a, nots),
    a1(bout, b, sel);
  or
    or0(out, aout, bout);
endmodule
module mux16
  (output [15:0] out,
  input sel,
  input [15:0] a, b);
  mux
    m0(out[0], sel, a[0], b[0]),
    m1(out[1], sel, a[1], b[1]),
    m2(out[2], sel, a[2], b[2]),
    m3(out[3], sel, a[3], b[3]),
    m4(out[4], sel, a[4], b[4]),
    m5(out[5], sel, a[5], b[5]),
    m6(out[6], sel, a[6], b[6]),
    m7(out[7], sel, a[7], b[7]),
    m8(out[8], sel, a[8], b[8]),
    m9(out[9], sel, a[9], b[9]),
    m10(out[10], sel, a[10], b[10]),
    m11(out[11], sel, a[11], b[11]),
    m12(out[12], sel, a[12], b[12]),
    m13(out[13], sel, a[13], b[13]),
    m14(out[14], sel, a[14], b[14]),
    m15(out[15], sel, a[15], b[15]);
endmodule
module not16(
  output [15:0] out,
  input [15:0] in);
  not
    n0(out[0], in[0]),
    n1(out[1], in[1]),
    n2(out[2], in[2]),
    n3(out[3], in[3]),
    n4(out[4], in[4]),
    n5(out[5], in[5]),
    n6(out[6], in[6]),
    n7(out[7], in[7]),
    n8(out[8], in[8]),
    n9(out[9], in[9]),
    n10(out[10], in[10]),
    n11(out[11], in[11]),
    n12(out[12], in[12]),
    n13(out[13], in[13]),
    n14(out[14], in[14]),
    n15(out[15], in[15]);
endmodule
module or8way(
  output out,
  input [7:0] in);
  wire o1, o2, o3, o4, o5, o6;
  or
   or0(o1, in[0], in[1]),
   or1(o2, in[2], in[3]),
   or2(o3, in[4], in[5]),
   or3(o4, in[5], in[7]),
   or4(o5, o1, o2),
   or5(o6, o3, o4),
   or6(out, o5, o6);
endmodule
==> metrics.log <==
[metrics] run summary
INFO  metric status = finished, violations left
INFO  metric failing_checks = setup timing
INFO  metric num_antenna_cells = 0
INFO  metric grt_setup_unrepaired = yes
INFO  metric grt_first_pass_wirelength = slightly below 6000 um
INFO  metric vdd_ir_drop_max = ~25 uV
INFO  metric place_congestion = between 0.8 and 0.9
INFO  metric synth.largest_area_cell = xnor2_1
INFO  metric post_cts_hold_fix_buffer_tally = 0
INFO  metric worst_slew_margin_rel = approximately 72%
INFO  metric die-area = ~5600 um2
INFO  metric timing.final.crit_period = around 9.6 ns
INFO  metric first_iter_violations = 39
INFO  metric route.detailed.vias_per_inst = 4.380
INFO  metric detailed_place.area = 2285 um2
INFO  metric core_area = between 5000 and 6000 um2
INFO  metric mux_share = less than 1%
INFO  metric place_inst = 314
INFO  metric drive_gt1_share = 32.93%
INFO  metric power.internal = 0.1234 mW
INFO  metric timing.final.crit_share = 103.0%
INFO  metric cp_slowest_stage_delay = about 0.4 ns
INFO  metric syn_to_final_growth = 46.88%
INFO  metric sequential_cell_total = 0
INFO  metric ff_latch_area = 0 um2
INFO  metric drv_slew = 0
INFO  metric global_route.usage.total = 13.81%
INFO  metric logic_gate_share_of_total_power = about 100%
INFO  metric port-buffer-count = 56
INFO  metric required_time_at_the_worst_slack_endpoint = 7.44 ns
INFO  metric synth_top_cell_by_count = xnor2_1
INFO  metric syn_avg_cell_area = roughly 8.4 um2
INFO  metric switching_share = between 30% and 40%
INFO  metric ant_nets = 0
INFO  metric main_combinational_cell_family_by_area_after_synthesis = XOR/XNOR gates
INFO  metric num_vias = 1384
INFO  metric route.final.wire_length = between 3000 and 4000 um
INFO  metric grt_max_degree = 31
INFO  metric grt_overflow_total = 0
INFO  metric ys_sh_xor = between 20 and 30%
INFO  metric start_point_of_the_worst_hold_path = no
INFO  metric worstSetupStartpointType = input port
INFO  metric cellPowerDensity = 86.20 nW/um2
INFO  metric pre_cts_slack = -0.9891 ns
INFO  metric setup.worst_path.end_class = output pin
INFO  metric crit_slowest_cell = fa_2
INFO  metric synth.top_cells.by_count = xnor2_1 (34), buf_4 (19), nor2b_1 (17)
INFO  metric simple_gate_area_share = 26.56%
INFO  metric yosys-stat-area = between 1500 and 2000 um2
INFO  metric stdcell_area = between 2000 and 2500 um2
INFO  metric io-pin-count = about 56
INFO  metric max_freq = between 100 and 150 MHz
INFO  metric post_synthesis_share_of_cell_area_spent_on_full_adders_half_adders_and_majority_gates = a little under a fifth
INFO  metric cap_violations = 0
INFO  metric synthDominantCellAreaShare = between 15 and 20%
INFO  metric sequential_fraction_of_the_synthesis_area = 0%
INFO  metric final_critical_path_setup_slack = -0.2765 ns
INFO  metric crit_family = adder cells
INFO  metric firstDrtPassIters = 4
INFO  metric syn-cell-area = 1602 um2
INFO  metric worst_slew_pin_slew = around 0.4 ns
INFO  metric synth-compound-area-share = between 10% and 20%
INFO  metric post-layout-total-power = a little over 0.2 mW
INFO  metric cell_count_after_synthesis = between 150 and 200
INFO  metric synth.area.top_cells = xnor2_1 (19%), fa_1 (18%), buf_4 (8.9%), nor2b_1 (6.6%), xor2_1 (6.0%)
INFO  metric stage_log_warnings = 34
INFO  metric yosysUniqueCellTypes = approximately 44
INFO  metric p_leak = about 0.94 nW
INFO  metric vias_in_the_first_global_route = ~1300
INFO  metric detail_route.wl_per_cell = around 11 um
INFO  metric cp_num_buf_inv = 4
INFO  metric critPathArrivalTime = 7.72 ns
INFO  metric antenna_found_initial = 0
INFO  metric finish.cell_count_without_fillers = between 300 and 400
INFO  metric crit_type = in -> out
INFO  metric detailed_place_hpwl = 3069 um
INFO  metric post-route-drc-count = 0
INFO  metric yosysWarnings = 6
INFO  metric fp-row-count = 26
INFO  metric nClkBuffers = 0
INFO  metric cpMostUsedCell = fa_2
INFO  metric timing.hold.worst.class = in -> out
INFO  metric seq_power_share = 0%
INFO  metric floorplan.die.height = between 70 and 80 um
INFO  metric hold_path_depth = 4
INFO  metric report.final.setup_viol = 5
INFO  metric fp.dieW = about 75 um
INFO  metric power.switching = 0.07938 mW
INFO  metric clock_power_share = 0%
INFO  metric path_max_fanout = 3
INFO  metric utilization = ~46%
INFO  metric timing.final.hold_violations = 0
INFO  metric worst_hold_end = out[14]
INFO  metric fp_util = between 30% and 40%
INFO  metric yosys_cells = 190
-- routing by layer --
layer | vias to the layer above | track usage [%] | routed length (um) | share of wire [%]
li1 | 716 | - | - | -
met4 | 0 | 0 | 0 | 0
met5 | - | 0 | 0 | 0
met2 | 35 | 21.32 | 1556 | 43
met3 | 0 | 0.9498 | 172 | 4.8
met1 | 633 | 22.99 | 1869 | 52
-- cell usage in the layout, fill, tap and decap left out, drive strengths merged, types with 4 or more instances in the layout --
cell type and instances:
clkdlybuf4s50 44, buf 39, xnor2 36, nor2b 20, fa 14, xor2 11
and2b 10, inv 10, o21ai 7, or3 7, nand2b 6, o31ai 6
nand2 5, and2 4, a31oi 4
-- what timing repair did --
item / 4_1_cts / 5_1_grt
buffers inserted: 3 / 0
resized: 59 / 5
pin swaps: 22 / 20
endpoints found under the setup margin: 7 / 7
-- stage by stage --
step	TNS (ns)	hold WS [ns]
detailed placement	-4.894	4.897
finish	-0.8603	4.634
global placement	-4.706	4.910
CTS	-1.573	4.640
global route	-2.169	4.669
floorplan	0	3.884
-- power by group through the flow --
stage / Sequential [mW] / Combinational, mW / Clock, mW
after global routing: 0 / 0.226 / 0
final: 0 / 0.203 / 0
after CTS: 0 / 0.205 / 0
-- tightest hold or removal path, cell delays in order --
cell             delay [ns]
clkdlybuf4s50_1        0.40
buf_4                  0.24
xnor2_1                0.16
buf_2                  0.11
-- worst max path at each step --
stage,depth (start not counted),to,from
6_report,26,zr,zx
5_1_grt,26,zr,zx
4_1_cts,25,zr,zx
-- cell families (layout without fill, tap and decap cells) --
| group | Yosys count | count (layout) |
|---|---|---|
| AND-OR/OR-AND | 24 | 24 |
| XOR/XNOR | 48 | 48 |
| adder cells (fa/ha/maj) | 15 | 15 |
| buffers and inverters | 39 | 95 |
| multiplexers | 1 | 1 |
| AND/OR/NAND/NOR | 63 | 63 |
-- cell type report --
type                            count  area (um2)
Fill cell                         543        2788
Multi-Input combinational cell    151        1474
Inverter                           11       46.29
Tap cell                           70       87.58
Timing Repair Buffer               84       744.5
Power figures rest on the tool's default switching activity, not on a simulated workload.
