==> flow/design.v <==
module or16(
  output [15:0] out,
  input [15:0] a, b);
  or
    or0(out[0], a[0], b[0]),
    or1(out[1], a[1], b[1]),
    or2(out[2], a[2], b[2]),
    or3(out[3], a[3], b[3]),
    or4(out[4], a[4], b[4]),
    or5(out[5], a[5], b[5]),
    or6(out[6], a[6], b[6]),
    or7(out[7], a[7], b[7]),
    or8(out[8], a[8], b[8]),
    or9(out[9], a[9], b[9]),
    or10(out[10], a[10], b[10]),
    or11(out[11], a[11], b[11]),
    or12(out[12], a[12], b[12]),
    or13(out[13], a[13], b[13]),
    or14(out[14], a[14], b[14]),
    or15(out[15], a[15], b[15]);
endmodule
==> flow/run.sh <==
#!/bin/bash
# OpenROAD 26Q1-2900-gdf79404cd8, Yosys 0.63+post, stock flow scripts
make -C /OpenROAD-flow-scripts/flow DESIGN_CONFIG=/design/flow/config.mk WORK_HOME=/design/flow/orfs finish
==> flow/config.mk <==
export PLATFORM = sky130hd
export DESIGN_NAME = or16
export DESIGN_NICKNAME = or16
export VERILOG_FILES = /design/flow/design.v
export SDC_FILE = /design/flow/constraint.sdc
export NUM_CORES = 4
export LEC_CHECK = 1
export CORE_AREA = 10 10 70 70
export DIE_AREA = 0 0 80 80
==> flow/constraint.sdc <==
current_design or16

set clk_period 1.0
set clk_io_pct 0.2

create_clock -name clk0 -period $clk_period

set non_clock_inputs [all_inputs -no_clocks]
set_input_delay [expr $clk_period * $clk_io_pct] -clock clk0 $non_clock_inputs
set_output_delay [expr $clk_period * $clk_io_pct] -clock clk0 [all_outputs]
==> out/metrics.yaml <==
floorplan:
  row_count: 21
  dieArea_mm2: 0.00640
  die_y_um: 80
  initCoreUtil_pct: 2.93
  die_w_um: 80
  coreArea_mm2: 0.00342
  pin_count: 48
worst_setup_path:
  crit_chain: "dlygate4sd2_1 -> or2_1 -> buf_2"
  crit_path_end_kind: "output pin"
  startpoint_type: "input port"
  crit_type: "in2out"
  critical_path_arrival_ps: 760
  slowest_stage: "dlygate4sd2_1"
  cp_max_fo: 1
  crit_required_ps: 800
  critPathMaxStageDelay_ps: 220
synth:
  ys_cells: 16
  netlist.area_leader.share_pct: 100
  synthCells: 16
  ys_types: 1
  yosysWarningCount: 0
  synth_top_cell_by_area: "or2_1"
  yosys_area_um2: 100
  yosysSeqAreaShare_pct: 0
  syn_area_um2: 100
  topCellsByArea: "or2_1"
  avgSynthCellArea_um2: 6.26
routing:
  drc: 0
  drtAntennaViolNets: 0
  drtPass1Iterations: 2
  via_per_inst: 2.56
  routedWlPerCell_um: 9.75
  first_iter_violations: 1
  vias: 282
  antennaDiodeCount: 0
  routed_wl_um: 1070
run:
  cap_violations: 0
  warnings: 32
global_route:
  track_usage_pct: 3.14
  overflow: 0
  antenna_found_initial: 0
  grt_pass1_vias: 320
  grt_pass1_wl_um: 1660
  grt_max_degree: 2
finish:
  drive_gt1_share_pct: 25.0
  seq_cells: 0
  area_growth_pct: 418
  final_area_um2: 518
  utilization_pct: 15.2
  stdcell_count: 110
  seqCellArea_um2: 0
  nClkBuffers: 0
sta:
  finalClockPeriodUsage_pct: 96.3
  max_freq_mhz: 1040
  setup_viol: 0
  final.min_clock_period_ps: 963
  grt_setup_unrepaired: "no"
  hold_slack_ps: 740
  fin_ws_ps: 36.7
  finalHoldViolCount: 0
  worst_slew_pin_slew_ps: 54.9
  slew_headroom_pct: 96.3
  slew_violations: 0
worst_hold_path:
  hp-class: "in2out"
  min_from: "b[12]"
  hold_end: "out[12]"
  holdPathStages: 3
run_status:
  status: "complete, no violations"
place:
  place_congestion: 0.711
  place_ws_ps: -469
  dp_cells: 110
  place_area_um2: 638
  port_buffers: 48
power_and_ir_drop:
  vdd_drop_max_uv: 43.7
  p_leak_nw: 0.248
  powerDensity_mw_per_mm2: 235
clocking:
  postCtsHoldBufs: 0
  post_cts_buffers: 0
-- cells in the mapped netlist --
| cell | instances |
|---|---|
| or2_1 | 16 |
-- cell type report --
cell class	instances	area [um2]
repair buffers	48	360
fillers	426	2900
well taps	46	57.6
multi-input cells	16	100
-- cells in the final DEF, fill, tap and decap left out --
cell,n
or2_1,16
buf_2,16
dlygate4sd2_1,32
-- per-stage QoR --
| stage | TNS (ps) | total power, mW |
|---|---|---|
| global placement | -6830 | 0.201 |
| floorplan | 0 | 0.0145 |
| detailed placement | -6930 | 0.204 |
| CTS | 0 | 0.127 |
| finish | 0 | 0.122 |
| global route | 0 | 0.138 |
-- worst max-delay path, delay by kind of cell --
kind                   cells  cell delay, ps
AND/OR/NAND/NOR            1             220
buffers and inverters      2             340
-- where the power goes --
part           internal, mW  switching (mW)
logic                0.0977          0.0243
registers                 0               0
clock network             0               0
-- metal layers --
layer | track usage, % | wire, um | vias up | part of all wire (%)
li1 | - | - | 144 | -
met1 | 3.63 | 430 | 110 | 40
met2 | 5.30 | 474 | 28 | 44
met3 | 1.70 | 167 | 0 | 16
met4 | 0 | 0 | 0 | 0
met5 | 0 | 0 | - | 0
-- what timing repair did --
action                                  CTS  global route
endpoints found under the setup margin   16             0
gates resized                            82             0
hold endpoints to repair                  0             0
-- worst max path at each step --
stage          from       to
finish        a[11]  out[11]
global route   a[6]   out[6]
CTS           a[11]  out[11]
-- logic make-up (layout without fill, tap and decap cells) --
logic type             count (synthesis)  count (layout)  share of synthesized area [%]
buffers and inverters                  0              48                              0
and+or+nand+nor                       16              16                            100
Power and IR drop assume default switching activity.
